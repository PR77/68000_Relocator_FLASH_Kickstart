$ cat ./design.v
`timescale 1ns / 1ps
 module FLASH_KICKSTART(
    input           CLK,
    input           E_CLK,
    input           RESET_n,
    input           CPU_AS_n,
    input           LDS_n,
    input           UDS_n,
    input           RW,
    output          MB_AS_n,
    output          DTACK_n,
    input [23:16]   ADDRESS_HIGH,
    input [7:1]     ADDRESS_LOW,
    inout [15:12]   DATA,
    output [1:0]    FLASH_WR_n,
    output [1:0]    FLASH_RD_n,
    output          FLASH_A19,
    input           SIZE_512K
);
localparam [15:0] manufacturerId = 16'd1977;
localparam [7:0] productIdRelocator = 8'd104;
localparam [7:0] productIdFastRAM = 8'd103;
localparam [7:0] productIdSPI = 8'd102;
localparam [7:0] productIdIOPort = 8'd101;
localparam [31:0] serialNumber = 32'd27112025;
assign FLASH_A19 = (SIZE_512K == 1'b1) ? 1'b0 : 1'b1;
reg [3:0] r_flashBase = 4'h0;
reg r_flashBaseValid = 1'b0;
wire ciaRange               = ADDRESS_HIGH[23:16] == 8'hBF;
wire autoConfigRange        = ADDRESS_HIGH[23:16] == 8'hE8;
wire kickstartRange         = ADDRESS_HIGH[23:19] == 5'h1F;
wire kickstartOverlayRange  = ADDRESS_HIGH[23:16] == 8'h00;
wire flashRange             = ADDRESS_HIGH[23:20] == r_flashBase && r_flashBaseValid;
reg r_useMotherboardKickstart = 1'b0;
reg [19:0] r_switchCounter = 20'd0;
reg r_hasSwitched = 1'b0;
always @(posedge E_CLK or posedge RESET_n) begin
    if (RESET_n) begin
        r_switchCounter <= 20'd0;
        r_hasSwitched <= 1'b0;
    end else begin
        r_switchCounter <= r_switchCounter + 20'd1;
        if (!r_hasSwitched && (&r_switchCounter)) begin
            r_hasSwitched <= 1'b1;
            r_useMotherboardKickstart <= !r_useMotherboardKickstart;
        end
    end
end
reg r_overlayDeactivated = 1'b0;
always @(posedge CPU_AS_n or negedge RESET_n) begin
    if (!RESET_n)
        r_overlayDeactivated <= 1'b0;
    else if (ciaRange)
        r_overlayDeactivated <= 1'b1;
end
reg r_autoConfigComplete = 1'b0;
reg [3:0] r_dataOut = 4'h0;
wire autoConfigAccess = r_useMotherboardKickstart && autoConfigRange && !r_autoConfigComplete;
always @(posedge CPU_AS_n or negedge RESET_n) begin
    if (!RESET_n) begin
        r_flashBase <= 4'h0;
        r_flashBaseValid <= 1'b0;
        r_autoConfigComplete <= 1'b0;
    end else begin
        if (autoConfigAccess && !RW) begin     
            if (ADDRESS_LOW == 7'h24) begin
                r_flashBase <= DATA;
                r_flashBaseValid <= 1'b1;
                r_autoConfigComplete <= 1'b1;
            end
            if (ADDRESS_LOW == 7'h26) begin
                r_autoConfigComplete <= 1'b1;
            end
        end
    end
end
always @(negedge CPU_AS_n) begin
    if (ADDRESS_LOW[7:6] == 2'd0) begin
        case (ADDRESS_LOW[5:1])
            5'h00: r_dataOut <= 4'hC;                        
            5'h01: r_dataOut <= 4'h4;                        
            5'h02: r_dataOut <= ~productIdRelocator[7:4];    
            5'h03: r_dataOut <= ~productIdRelocator[3:0];    
            5'h04: r_dataOut <= 4'h7;                        
            5'h05: r_dataOut <= 4'hF;
            5'h06: r_dataOut <= 4'hF;                        
            5'h07: r_dataOut <= 4'hF;
            5'h08: r_dataOut <= ~manufacturerId[15:12];      
            5'h09: r_dataOut <= ~manufacturerId[11:8];
            5'h0A: r_dataOut <= ~manufacturerId[7:4];        
            5'h0B: r_dataOut <= ~manufacturerId[3:0];
            5'h0C: r_dataOut <= ~serialNumber[31:28];        
            5'h0D: r_dataOut <= ~serialNumber[27:24];
            5'h0E: r_dataOut <= ~serialNumber[23:20];        
            5'h0F: r_dataOut <= ~serialNumber[19:16];
            5'h10: r_dataOut <= ~serialNumber[15:12];        
            5'h11: r_dataOut <= ~serialNumber[11:8];
            5'h12: r_dataOut <= ~serialNumber[7:4];          
            5'h13: r_dataOut <= ~serialNumber[3:0];
            default: r_dataOut <= 4'hF;
        endcase
     end else r_dataOut <= 4'hF;
end
assign DATA = !CPU_AS_n && autoConfigAccess && RW ? r_dataOut : 4'bZZZZ;
wire relocatorKickstartAccess = !r_useMotherboardKickstart && (kickstartRange || (!r_overlayDeactivated && kickstartOverlayRange));
wire flashAccess = r_useMotherboardKickstart && flashRange;
wire relocatorAccess = relocatorKickstartAccess || autoConfigAccess || flashAccess;
assign DTACK_n = relocatorAccess && !CPU_AS_n && (!UDS_n || !LDS_n) ? 1'b0 : 1'bZ;
assign MB_AS_n = !relocatorAccess ? CPU_AS_n : 1'bZ;
assign FLASH_RD_n = !CPU_AS_n && (relocatorKickstartAccess || flashAccess) && RW ? {UDS_n, LDS_n} : 2'b11;
assign FLASH_WR_n = !CPU_AS_n && flashAccess && !RW ? {UDS_n, LDS_n} : 2'b11;
endmodule
$ cat ./run.sh
#!/bin/bash
# OpenROAD 26Q1-2900-gdf79404cd8, Yosys 0.63+post, stock flow scripts
make -C /OpenROAD-flow-scripts/flow DESIGN_CONFIG=/design/flow/config.mk WORK_HOME=/design/flow/orfs finish
$ cat ./config.mk
export PLATFORM = sky130hd
export DESIGN_NAME = FLASH_KICKSTART
export DESIGN_NICKNAME = FLASH_KICKSTART
export VERILOG_FILES = /design/flow/design.v
export SDC_FILE = /design/flow/constraint.sdc
export NUM_CORES = 4
export LEC_CHECK = 1
export CORE_UTILIZATION = 30
$ cat ./constraint.sdc
current_design FLASH_KICKSTART

set clk_period 3.9
set clk_io_pct 0.2

create_clock -name clk0 -period $clk_period [get_ports {CPU_AS_n}]
create_clock -name clk1 -period $clk_period [get_ports {E_CLK}]

set non_clock_inputs [all_inputs -no_clocks]
set_input_delay [expr $clk_period * $clk_io_pct] -clock clk0 $non_clock_inputs
set_output_delay [expr $clk_period * $clk_io_pct] -clock clk0 [all_outputs]
==> run summary <==
This memo summarizes the results of the implementation run.

Die
The I/O pin count is 34. The height of the die is ~77 um. The die outline width is 76.6 um. The row count is 26. For this configuration, the core starts out at a cell density of 31.9%.

Place
The half-perimeter wire length after detailed placement is roughly 2300 um. The number of input and output port buffers inserted is 26. The final estimated routing congestion in global placement is around 0.84. The post-placement cell area is 0.00208 sq mm. The post-placement setup slack is -397 ps.

Synthesis
The fraction of registers with async set or reset after synthesis is roughly 85%. In this run the cell area of the synthesized design comes to 0.00167 sq mm. During synthesis, Yosys emitted a total of 4 warnings.

The fraction of the yosys area taken by sequential cells is between 40% and 50%. Per the post-synthesis report, the number of cells in the design is between 150 and 200. The post-synth count of flops with an enable pin is 1. Per the synth log, the flip-flop and latch total comes to 33. The flip-flop cell with the highest count after synthesis is sky130_fd_sc_hd__dfrtp_1. The count of instantiated cells in the yosys netlist is ~160.

The post-synthesis average cell area is between 10 and 15 sq um. The stat command in Yosys gives a chip area of 0.00167 sq mm. The netlist uses 36 different library cells.

Outcome
The flow did not finish. The run ended at clock tree synthesis (4_1_cts). The tool reported: "[error] [KeplerFormal.cpp:679] Workflow failed: Iso has multiple drivers: .DATA12, DATA[12]$_SDFF_NP1_.Q0".

Clock tree
Buffers added to address setup during post-CTS repair amount to 0. After clock tree synthesis, the repair step resized 2 gates. The number of hold buffers added after CTS was 0.
-- cell usage after synthesis, types with 2 or more instances --
cell	number	area share, %
sky130_fd_sc_hd__and3_1	5	1.9
sky130_fd_sc_hd__dfxtp_1	4	4.8
sky130_fd_sc_hd__o21ai_0	5	1.5
sky130_fd_sc_hd__mux2_4	4	3.6
sky130_fd_sc_hd__nor4_1	4	1.5
sky130_fd_sc_hd__inv_1	9	2.0
sky130_fd_sc_hd__a41o_1	2	1.2
sky130_fd_sc_hd__nand2_1	17	3.8
sky130_fd_sc_hd__nand4_1	5	1.9
sky130_fd_sc_hd__buf_4	2	0.90
sky130_fd_sc_hd__ha_1	7	5.2
sky130_fd_sc_hd__dfrtp_1	28	42
sky130_fd_sc_hd__nand2b_1	2	0.75
sky130_fd_sc_hd__xnor2_1	14	7.3
sky130_fd_sc_hd__nor2_1	9	2.0
sky130_fd_sc_hd__nor3_1	5	1.5
sky130_fd_sc_hd__xor2_1	8	4.2
sky130_fd_sc_hd__or4_1	4	1.8
sky130_fd_sc_hd__nand3_1	7	2.1
-- cells by family after synthesis --
group	count (synthesis)	share of synthesized area [%]
other	1	0.224
adders and majority gates	7	5.24
DFF	33	48.5
muxes	5	4.19
AOI/OAI and AO/OA	12	4.72
buffers and inverters	11	2.92
and+or+nand+nor	67	22.7
xor gates and xnor gates	22	11.5
-- stage by stage --
stage          power, mW  TNS (ps)  hold slack [ps]  std cells  util, %
2_1_floorplan      0.402         0              436        158        -
3_3_place_gp       0.447      -819              450        262     39.7
3_5_place_dp       0.447      -819              458        262     39.7
Power figures rest on the tool's default switching activity, not on a simulated workload.
